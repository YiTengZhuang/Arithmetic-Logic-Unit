==> flow/run.sh <==
#!/bin/bash
# OpenROAD 26Q1-2900-gdf79404cd8, Yosys 0.63+post, stock flow scripts
make -C /OpenROAD-flow-scripts/flow DESIGN_CONFIG=/design/flow/config.mk WORK_HOME=/design/flow/orfs finish
==> flow/constraint.sdc <==
current_design alu

set clk_period 11.5
set clk_io_pct 0.2

create_clock -name clk0 -period $clk_period [get_ports {i_clk}]

set non_clock_inputs [all_inputs -no_clocks]
set_input_delay [expr $clk_period * $clk_io_pct] -clock clk0 $non_clock_inputs
set_output_delay [expr $clk_period * $clk_io_pct] -clock clk0 [all_outputs]
==> flow/config.mk <==
export PLATFORM = sky130hd
export DESIGN_NAME = alu
export DESIGN_NICKNAME = alu
export VERILOG_FILES = /design/flow/design.v
export SDC_FILE = /design/flow/constraint.sdc
export NUM_CORES = 4
export LEC_CHECK = 1
export CORE_UTILIZATION = 40
==> flow/design.v <==
module alu (
    input               i_clk,
    input               i_rst_n,
    input               i_valid,
    input signed [11:0] i_data_a,
    input signed [11:0] i_data_b,
    input        [2:0]  i_inst,
    output              o_valid,
    output       [11:0] o_data,
    output              o_overflow
);
reg  [11:0] o_data_w, o_data_r;
reg         o_valid_w, o_valid_r;
reg         o_overflow_w, o_overflow_r;
reg  [19:0] data_old;
reg         overflow_old;
wire [12:0] data_add, data_sub, data_mean;
wire [23:0] data_mul;
wire [19:0] data_mul_round;
wire [20:0] data_mac;
wire [11:0] data_a_abs, data_b_abs;
assign o_valid = o_valid_r;
assign o_data = o_data_r;
assign o_overflow = o_overflow_r;
assign data_add = {i_data_a[11], i_data_a} + {i_data_b[11], i_data_b};
assign data_sub = {i_data_a[11], i_data_a} - {i_data_b[11], i_data_b};
assign data_mul = {{12{i_data_a[11]}}, i_data_a} * {{12{i_data_b[11]}}, i_data_b};
assign data_mul_round = {data_mul[23], data_mul[23:5]} + {19'd0, data_mul[4]};
assign data_mac = {data_mul_round[19], data_mul_round} + {data_old[19], data_old};
assign data_mean = data_add >> 1;
assign data_a_abs = i_data_a[11]? ~(i_data_a)+12'd1: i_data_a;
assign data_b_abs = i_data_b[11]? ~(i_data_b)+12'd1: i_data_b;
always@(*) begin
  o_data_w = 12'd0;
  o_valid_w = i_valid;
  o_overflow_w = 1'b0;
  case(i_inst)
    3'b000: begin  
      o_overflow_w = ^data_add[12:11];
      o_data_w = data_add[11:0];
    end
    3'b001: begin  
      o_overflow_w = ^data_sub[12:11];
      o_data_w = data_sub[11:0];
    end
    3'b010: begin  
      o_data_w = data_mul_round[11:0];
      o_overflow_w = ~(data_mul_round[19:11] == 9'b1_1111_1111 | data_mul_round[19:11] == 9'b0_0000_0000);
    end
    3'b011: begin  
      o_data_w = data_mac[11:0]; 
      o_overflow_w = ~(data_mac[20:11] == 10'b11_1111_1111 | data_mac[20:11] == 10'b00_0000_0000) | overflow_old;
    end
    3'b100: begin  
      o_data_w = ~(i_data_a ^ i_data_b);
    end
    3'b101: begin  
      o_data_w = ~i_data_a[11]? i_data_a: 12'd0;
    end
    3'b110: begin  
      o_data_w = data_mean[11:0];
    end
    3'b111: begin  
      o_data_w = (data_a_abs >= data_b_abs)? data_a_abs: data_b_abs;
    end
  endcase
end
always@(posedge i_clk or negedge i_rst_n) begin
  if(~i_rst_n) begin
    o_data_r <= 12'd0;
    o_overflow_r <= 1'b0;
    o_valid_r <= 1'b0;
  end 
  else begin
    o_data_r <= o_data_w;
    o_overflow_r <= o_overflow_w;
    o_valid_r <= o_valid_w;
  end
end
always@(posedge i_clk or negedge i_rst_n) begin
  if(~i_rst_n) begin
    data_old <= 20'd0;
    overflow_old <= 1'b0;
  end
  else if(i_inst == 3'b011)begin
    data_old <= {{8{o_data_w[11]}}, o_data_w};
    overflow_old <= o_overflow_w;
  end
  else begin
    data_old <= 20'd0;
    overflow_old <= 1'b0;
  end
end
endmodule
==> deck_impl_summary.md <==
Synthesis and Place & Route Summary

Floorplan
  – Initial Util: 40.6%
  – Chip area: 27000 um^2
  – Die width: 164 um
  – Core ar.: 25900 um^2
  – FP Rows: 59
  – # IOs: 44
  – Die Ht: 164 um

Final timing
  – F_max: 92.9 MHz
  – RSZ-0062 raised after global routing: false
  – Setup ws final: 0.740 ns
  – Slew @ Worst Pin: 0.718 ns
  – Post-layout min period: 10.76 ns
  – Final hold vios: 0
  – Fin Clk Skew: 0.00425 ns
  – Setup Total Neg Slack: 0 ns
  – Setup violators final: 0
  – Slew Limit Headroom: 51.7%
  – Final critical-path share of the clock period: 93.6%
  – Final Max Tran Viols: 0

Synth
  – Top_reg_cell synth: dfrtp_1
  – Synthesized cell area: 10500 um^2
  – Most frequent cell after synthesis: inv_1
  – Top-area cell share: 26.8%
  – Synth Area per Inst: 7.97 um^2
  – Cells after Synth: 1321
  – Yosys warning tally: 1
  – Cell area leaders: fa_1, ha_1, inv_1
  – EDFF count, synth: 0
  – Post-synth ARST share: 100%
  – Cell Type Count: 86
  – Most area-hungry cell type in the Yosys netlist: fa_1
  – Synthesis area per yosys: 10500 um^2
  – Top cells by count: inv_1, fa_1, nand2_1
  – Flops out of synthesis: 27
  – Post-synth seq share: 6.42%
  – Yosys cell count: 1321

Job
  – Number of max-cap violations: 0
  – OpenROAD warnings: 38

Status
  – Status: complete, no violations

GRT
  – Gr usage total: 24.3%
  – Global route total overflow: 0
  – Global-route wire length before repair: 48700 um
  – Largest net degree at the start of global routing: 29
  – Vias in the first global route: 9060
  – Initial antenna violation count: 0

Critical path
  – Worst r2r src: data_old[0]$_DFF_PN0_
  – CP max FO: 8
  – Critical Path RT: 11.64 ns
  – R2R depth: 13
  – Crit. End Element: flip-flop
  – CP Class: in2reg
  – CP dominant cell by count: fa_1
  – Slowest stage delay, CP: 0.76 ns
  – Element type at the critical path start: input port
  – Worst R2R End: o_overflow_r$_DFF_PN0_
  – Slowest cell on crit path: clkdlybuf4s50_1
  – WP data arrival: 10.90 ns
  – Reg2reg setup slack: 7.92 ns

Clock network
  – Root Driver: clkbuf_16
  – Clock slew at reported path FFs: 0.06 ns
  – # hold bufs at CTS: 0
  – H-tree depth: 1
  – Clock latency (worst-skew pair): 0.26 ns
  – Total CTS buffers: 3
  – CTS tree: done
  – Clk sinks: 27
  – CTS max path bufs: 2

Place
  – Final Wtd Congestion: 0.957
  – Place WS: 0.348 ns
  – Number of port buffers: 43
  – HPWL Detailed: 25100 um

Drt
  – Final ANT Viol Nets: 0
  – DRT Pass-1 Iters: 5
  – DRC viols: 0
  – Total routed wirelength: 29500 um
  – Routed wire per std cell: 17.5 um
  – Total number of vias: 9029
  – Vias per inst: 5.36
  – Starting DRT DRC Count: 462
  – Ant diodes: 0

Layout
  – Layout cells sized above 1: 5.40%
  – Layout area overhead: 9.67%

Worst hold path
  – Type of the worst min-delay path: reg2reg
  – Worst Hold Depth: 2
  – Worst Hold End: data_old[0]$_DFF_PN0_
  – Worst Min Path Start: data_old[0]$_DFF_PN0_
[registers in the layout, indices dropped and copies added, names as in the netlist]
signal        flops
o_overflow_r      1
overflow_old      1
o_data_r         12
o_valid_r         1
data_old         12
[worst max path at each step]
stage          startpoint                endpoint  slack (ns)  depth (start not counted)
finish        i_data_a[0]  o_overflow_r$_DFF_PN0_        0.74                         29
global route  i_data_a[0]  o_overflow_r$_DFF_PN0_        0.07                         29
CTS           i_data_a[0]  o_overflow_r$_DFF_PN0_        0.61                         29
[cell families after synthesis]
| kind of cell | Yosys count | share of synthesized area [%] |
|---|---|---|
| and+or+nand+nor | 421 | 19.9 |
| buffers and inverters | 288 | 10.3 |
| AOI/OAI and AO/OA | 249 | 16.4 |
| adders and majority gates | 249 | 39.6 |
| xor gates and xnor gates | 81 | 6.81 |
| DFF | 27 | 6.42 |
| muxes | 6 | 0.582 |
[worst max-delay path: cells and delay by family]
| family | cells | cell delay (ns) |
|---|---|---|
| XOR/XNOR | 2 | 0.53 |
| adder cells (fa/ha/maj) | 7 | 3.25 |
| AND/OR/NAND/NOR | 7 | 1.45 |
| AND-OR/OR-AND | 8 | 2.20 |
| buffers and inverters | 5 | 1.18 |
[per-layer routing]
layer	track usage [%]	up-vias	part of all wire (%)
met5	0	-	0
met4	3.49	0	1.7
met3	5.41	29	7.2
met2	37.6	239	44
met1	36.5	4337	47
li1	-	4424	-
[final cells by class]
class	count	area, um^2
inverter	231	871
multi-input combinational	1006	8770
fill	2602	14400
timing repair buffer	83	731
clock buffer	4	78.8
sequential	27	676
tap	335	419
[layout by cell type, fill, tap and decap left out, types with 22 or more instances in the layout]
cell             instances
o21ai_0                 42
and2_1                  36
nor2_1                  89
clkdlybuf4s50_1         43
buf_4                   40
nand3_1                 22
inv_1                  229
ha_1                   108
dfrtp_1                 27
xnor2_1                 61
a21oi_1                 56
nand2_1                139
nor3_1                  42
fa_1                   141
[through the flow]
step	util (%)	area [um^2]	hold WS, ns	std cells
6_report	44.6	11500	0.615	1686
5_1_grt	44.6	11500	0.663	1686
4_1_cts	44.5	11500	0.622	1683
3_5_place_dp	44.2	11400	0.601	1679
3_3_place_gp	44.2	11400	0.602	1679
2_1_floorplan	-	10500	0.576	1321
[timing repair]
| item | CTS | global route |
|---|---|---|
| endpoints found under the setup margin | 0 | 1 |
| gates resized | 0 | 1 |
| setup buffers | 0 | 3 |
